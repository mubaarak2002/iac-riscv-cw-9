==> flow/design.v <==
module mux_3 #(
    parameter DATA_WIDTH = 32,
    parameter PC_WIDTH = 16
)(
    input logic [DATA_WIDTH-1:0]  ALU_result, ReadData,
    input logic [PC_WIDTH-1:0] PC,
    input logic [1:0]             sel,
    output logic [DATA_WIDTH-1:0] dout
);
    always_comb begin
        case (sel)
        2'b00: dout = ALU_result;
        2'b01: dout = ReadData;
        2'b10: dout = {{16{1'b0}}, PC};
        2'b11: dout = ALU_result;
        endcase
    end
endmodule
==> flow/run.sh <==
#!/bin/bash
# OpenROAD 26Q1-2900-gdf79404cd8, Yosys 0.63+post, stock flow scripts
make -C /OpenROAD-flow-scripts/flow DESIGN_CONFIG=/design/flow/config.mk WORK_HOME=/design/flow/orfs finish
==> flow/config.mk <==
export PLATFORM = sky130hd
export DESIGN_NAME = mux_3
export DESIGN_NICKNAME = mux_3
export VERILOG_FILES = /design/flow/design.v
export SDC_FILE = /design/flow/constraint.sdc
export NUM_CORES = 4
export LEC_CHECK = 1
export CORE_AREA = 10 10 78 78
export DIE_AREA = 0 0 88 88
==> flow/constraint.sdc <==
current_design mux_3

set clk_period 3.9
set clk_io_pct 0.2

create_clock -name clk0 -period $clk_period

set non_clock_inputs [all_inputs -no_clocks]
set_input_delay [expr $clk_period * $clk_io_pct] -clock clk0 $non_clock_inputs
set_output_delay [expr $clk_period * $clk_io_pct] -clock clk0 [all_outputs]
==> flow.log <==
[report] implementation figures
[metrics] cell area after synthesis: 527 µm²
[metrics] FP Util: a little under an eighth
[metrics] met1 Track Usage GR: 9.48%
[metrics] count of warning messages emitted by the tools: 33
[metrics] cell with the largest stage delay on the worst path: sky130_fd_sc_hd__clkdlybuf4s50_1
[metrics] layout cell share with drive strength beyond 1: 2.13%
[metrics] wire length of the first global-routing pass: between 5000 and 6000 µm
[metrics] number of standard cells in the final layout excluding fillers: around 240
[metrics] most crowded layer after global routing: met2
[metrics] iteration-0 DRC count of the detailed router: 32
[metrics] Fin Hold WS: between 2 and 2.5 ns
[metrics] final hold violation count: 0
[metrics] number of diodes: 0
[metrics] final weighted congestion in routability-driven placement: between 0.7 and 0.8
[metrics] setup repair bufs after CTS: 0
[metrics] top cells, area: sky130_fd_sc_hd__a22o_1 (25%), sky130_fd_sc_hd__a22oi_1 (23%), sky130_fd_sc_hd__o21ai_0 (14%)
[metrics] area taken by flip-flops and latches: 0 µm²
[metrics] total via count in the routed design: about 1,000
[metrics] total cell area reported by yosys after synthesis: around 530 µm²
[metrics] number of global-route vias before repair: ~1,000
[metrics] register share after synthesis: 0%
[metrics] die footprint: slightly below 8000 µm²
[metrics] Total Power Consumption: between 0.2 and 0.25 mW
[metrics] Lkg Pwr: about 0.63 nW
[metrics] horizontal die dimension: 88 µm
[metrics] overall routed net length: 3860 µm
[metrics] mean number of vias per cell: between 4 and 5
[metrics] GR Layer Usage met3: around 3.5%
[metrics] number of warnings issued by yosys: 1
[metrics] Cells after Synth: between 80 and 90
[metrics] run status: finished clean
[metrics] number of placement rows: 24
[metrics] DP Cell Count: 240
[metrics] height of the chip: slightly below 90 µm
[metrics] GR Layer Usage met2: around 17%
[metrics] clock period minus worst slack: about 3.4 ns
[metrics] final tally of setup violations: 0
[metrics] pin count of the biggest net entering global routing: roughly 50
[metrics] library cell occupying the most area in the post-synthesis netlist: sky130_fd_sc_hd__a22o_1
[metrics] number of design rule violations left after detail routing: 0
[metrics] largest driver fanout on the critical path: 15
[metrics] average size of a mapped cell: roughly 6.5 µm²
[metrics] unrepaired setup endpoints after global routing: false
[metrics] biggest cell delay along the critical path: approximately 0.48 ns
[metrics] element type at the critical path end: output port
[metrics] Power Density: between 100 and 150 nW/µm²
[metrics] post-DR wirelength/cell: roughly 16 µm
[metrics] Flop Count: 0
[metrics] sum of negative setup slack: 0 ns
[metrics] arrival time worst endpoint: about 2.6 ns
[metrics] HPWL after detailed placement: between 3000 and 4000 µm
[metrics] number of primary I/O pins: approximately 110
[metrics] tally of clock buffers in the finished layout: 0
[metrics] Layout fillers: between 400 and 500
[metrics] yosys cell count: 81
[metrics] # port buffers: ~110
[metrics] Worst Tran Pin Value: around 0.36 ns
[metrics] VDD IR-drop max: 0.0541 mV
[metrics] Top-area cell share: approximately a quarter
[metrics] relative slew slack: 75.8%
[metrics] upper clock frequency limit: roughly 290 MHz
[metrics] startpoint of the worst hold path: ReadData[2]
[metrics] Pins Over Slew Limit: 0
[metrics] initial antenna violation count: 0
[metrics] MI comb area: 443 µm²
[metrics] Final ANT Viol Nets: 0
[metrics] GR Util All Layers: 8.84%
[metrics] ordered cell list for the critical path: clkdlybuf4s50_1, inv_1, ha_1, nor2b_4, a22o_1, clkdlybuf4s50_1
[metrics] Resize count post-CTS: 0
[metrics] number of distinct library cells after synthesis: 12
[metrics] Pre-Repair DR Iteration Count: 4
[metrics] reported max-cap violation count: 0
[metrics] final critical-path share of the clock period: between 80 and 90%
[metrics] Crit. Startpoint: sel[0]
[metrics] placeable core area: 4410 µm²
[metrics] Critical Path Most Common Cell: sky130_fd_sc_hd__clkdlybuf4s50_1
[metrics] hold buffer count at CTS: 0
[metrics] aggregate global routing overflow: 0
[metrics] Crit Path Class: input pin to output port
[metrics] required time of the critical path: roughly 3.1 ns
[metrics] area added between synthesis and finish: 221%
[metrics] Critical Path Start Type: input pin
[metrics] worst min-delay path class: input pin to output port
-- cell type report --
| class | instances | share of cell area [%] |
|---|---|---|
| Inverter | 2 | 0.444 |
| Multi-Input combinational cell | 69 | 26.2 |
| Tap cell | 52 | 3.85 |
| Timing Repair Buffer | 117 | 69.5 |
-- placed cells by master (no fill, tap or decap) --
| master | instances |
|---|---|
| sky130_fd_sc_hd__buf_12 | 1 |
| sky130_fd_sc_hd__clkdlybuf4s50_1 | 114 |
| sky130_fd_sc_hd__a22oi_1 | 16 |
| sky130_fd_sc_hd__buf_4 | 2 |
| sky130_fd_sc_hd__nor2b_4 | 1 |
| sky130_fd_sc_hd__a22o_1 | 15 |
| sky130_fd_sc_hd__inv_1 | 2 |
| sky130_fd_sc_hd__nand2_1 | 18 |
| sky130_fd_sc_hd__o21ai_1 | 2 |
| sky130_fd_sc_hd__o21ai_0 | 15 |
| sky130_fd_sc_hd__ha_1 | 2 |
-- where the power goes --
group / switching (mW) / internal (mW) / total [mW] / leakage, nW
Clock: 0 / 0 / 0 / 0
Sequential: 0 / 0 / 0 / 0
Combinational: 0.0519 / 0.153 / 0.205 / 0.634
-- cell usage after synthesis --
master / count
sky130_fd_sc_hd__ha_1: 2
sky130_fd_sc_hd__buf_2: 2
sky130_fd_sc_hd__buf_6: 3
sky130_fd_sc_hd__buf_4: 3
sky130_fd_sc_hd__nand2_1: 18
sky130_fd_sc_hd__a22o_1: 15
sky130_fd_sc_hd__o21ai_1: 2
sky130_fd_sc_hd__clkbuf_2: 2
sky130_fd_sc_hd__a22oi_1: 16
sky130_fd_sc_hd__nor2b_4: 1
sky130_fd_sc_hd__o21ai_0: 15
sky130_fd_sc_hd__inv_1: 2
-- cell families (layout without fill, tap and decap cells) --
group | count (synthesis) | in the layout | synth area share [%]
compound gates | 48 | 48 | 63.9
simple gates | 19 | 19 | 15.4
fa+ha+maj | 2 | 2 | 4.75
buf+inv | 12 | 119 | 15.9
-- worst paths after layout --
| path | cells after the start | slack, ns | endpoint |
|---|---|---|---|
| worst max-delay path | 6 | 0.49 | dout[28] |
| worst min-delay path | 4 | 2.48 | dout[2] |
-- metal layers --
layer | routed length (µm) | vias to the layer above
met4 | 0 | 0
met3 | 467 | 0
met2 | 2020 | 50
met1 | 1370 | 440
li1 | - | 526
met5 | 0 | -
-- metrics by stage --
stage	worst slack (ns)	instance area (µm²)	utilization, %
finish	0.494	1690	38.3
global route	0.367	1690	38.3
CTS	0.471	1690	38.3
detailed placement	0.483	1690	38.3
global placement	0.492	1690	38.3
floorplan	1.49	527	-
-- worst max-delay path, delay by kind of cell --
kind	cells	cell delay, ns
buffers and inverters	3	1.01
AND/OR/NAND/NOR	1	0.36
adder cells (fa/ha/maj)	1	0.29
AND-OR/OR-AND	1	0.18
Power figures rest on the tool's default switching activity, not on a simulated workload.
