## run.sh

```bash
#!/bin/bash
# OpenROAD 26Q1-2900-gdf79404cd8, Yosys 0.63+post, stock flow scripts
make -C /OpenROAD-flow-scripts/flow DESIGN_CONFIG=/design/flow/config.mk WORK_HOME=/design/flow/orfs finish
```

## constraint.sdc

```tcl
current_design reg_file

set clk_period 5.1
set clk_io_pct 0.2

create_clock -name clk0 -period $clk_period [get_ports {clk}]

set non_clock_inputs [all_inputs -no_clocks]
set_input_delay [expr $clk_period * $clk_io_pct] -clock clk0 $non_clock_inputs
set_output_delay [expr $clk_period * $clk_io_pct] -clock clk0 [all_outputs]
```

## design.v

```verilog
module reg_file #(
    parameter WORD_WIDTH = 32,
    parameter ADDRESS_WIDTH = 5
)(
    input logic                      clk,
    input logic  [ADDRESS_WIDTH-1:0] RA1, 
    input logic  [ADDRESS_WIDTH-1:0] RA2,
    input logic  [ADDRESS_WIDTH-1:0] WA3,
    input logic  [WORD_WIDTH-1:0]    WD3,
    input logic                      WEN,
    output logic [WORD_WIDTH-1:0]    RD1,
    output logic [WORD_WIDTH-1:0]    RD2,
    output logic [WORD_WIDTH-1:0]    a0
);
    logic [WORD_WIDTH-1:0] rom_array[2**ADDRESS_WIDTH-1:0];
always_ff @(posedge clk) begin
    if(WEN) rom_array[WA3] <= WD3;
end
always_comb begin
    RD1 = rom_array[RA1];
    RD2 = rom_array[RA2];
    a0 = rom_array[10];
end
endmodule
```

## config.mk

```make
export PLATFORM = sky130hd
export DESIGN_NAME = reg_file
export DESIGN_NICKNAME = reg_file
export VERILOG_FILES = /design/flow/design.v
export SDC_FILE = /design/flow/constraint.sdc
export NUM_CORES = 4
export LEC_CHECK = 1
export CORE_UTILIZATION = 40
```

==> changes_impl.md <==
### Physical design

- Status: complete, no violations
- IO Pins: 145
- Initial DRC Count: 2021
- Drt wl/cell: 29.38 um
- CTS max path bufs: 3
- Adder-cell share of the synthesized area: 0%
- CTS Hold Bufs: 0
- CP max FO: 24
- Initial antenna violation count: 5
- Xor/xnor share: 0%
- Largest net degree at the start of global routing: 72
- Final ANT Viol Nets: 0
- Critical Path Max Stage Delay: 710 ps
- Synthesized area per cell: 14.41 sq um
- Final Non-Filler Cells: 5281
- Yosys Chip Area: 48790 sq um
- Fraction of registers with async set/reset: 0%
- Biggest regs: rom_array x1024
- Yosys cell types: 23
- Postcts setup bufs: 0
- Relative slew slack: 40.36%
- Critical Path Sink Type: output pin
- Drt first pass iters: 6
- Ys cells: 3386
- Layout cells sized above 1: 10.93%
- Final Max Slew Viols: 0
- Post-CTS Resized: 0
- Clock sink total: 1024
- Die height: 351.2 um
- Drt total wl: 155200 um
- Fin area: 56630 sq um
- Pre-CTS setup slack: 257.0 ps
- Cycle use final: 95.21%
- Fillers: 10360
- H-Tree Depth: 3
- Sequential area share after synthesis: 63.03%
- CTS Root Cell: clkbuf_16
- Post-Syn Area: 48790 sq um
- Register with the highest flop count: rom_array
- Routed vias/inst: 5.919
- Total of max-cap violations: 0
- All-Layer GR Usage: 26.99%
- Slew at the pin with the worst max-slew slack: 892.5 ps
- Chip Footprint: 123400 sq um
- Worst Hold End: rom_array[9][23]$_DFFE_PP_
- Flops out of synthesis: 1024
- Routability cong.: 0.8780
- Worst hold path depth: 2
- Slowest cell on the critical path: clkdlybuf4s50_1
- Die W: 351.2 um
- Clock buffer count from CTS: 105
- Pleak: 20.80 nW
- Placed Cells incl. Taps: 5087
- # DRC: 0
- Number of enable flip-flop cells: 1024
- Critical path data required time: 4080 ps
- Mapped Cells: 3386
- Final setup fails: 0
- Mux share: 21.01%
- Simple share: 4.714%
- I/O Buffers: 144
- Core Util at FP: 40.51%
- Commonest cells post-synth: edfxtp_1, mux2i_1, nand2_1, nand3_1
- Commonest flop: edfxtp_1
- Vias: 31260
- Tally of OpenROAD warnings: 26
- Max Clk Rate: 0.2059 GHz
- Type of the most critical hold path: input pin to flip-flop
- Post-synth top area cell: edfxtp_1
- Pwr/cell area: 333.9 nW/um^2
- Setup TNS: 0 ps
- DP HPWL: 91830 um
- Vias in the first global route: 32330
- Clock-pin slew on the worst setup and hold paths: 60 ps
- TritonCTS clock tree: done
- Worst EP arrival: 3840 ps
- Core area: 120400 sq um
- RSZ-0062 raised after global routing: false
- Final hold violation count: 0
- First-pass GRT wire length: 221800 um
- Critical Path, Cell by Cell: clkdlybuf4s50_1, and2_4, buf_4, buf_4, a21oi_1, a31oi_1, nand3_1, clkdlybuf4s50_1
- VDD IR max: 0.2608 mV
- Worst Path Class, Setup: input pin to output pin
- Placed cell areas: 53220 sq um
- Ao+oa area frac: 8.042%
- Startpoint types: input pin
- GR Overflow Total: 0
- Worst setup slack after layout: 244.3 ps
- Synth-to-layout area growth: 16.07%
- Min-Delay Startpoint: WD3[23]
- Max reg flops: 1024
- Top post-synthesis cells by area: edfxtp_1, mux2i_1, a22oi_1
- Largest family of logic cells by area: multiplexers
- Synth warnings: 1
- Yosys top cell area share: 63.03%
- Final min period: 4856 ps
- Number of cell rows: 127
-- cells in the final DEF, fill, tap and decap left out, types with 4 or more instances in the layout --
cell type        count
clkinv_1            22
a31oi_1             64
clkbuf_16          107
clkinvlp_4           4
a22o_1             128
buf_4              139
nand3b_1             5
bufinv_16           13
nand3_1            194
nor2_4              34
a22oi_1            192
nor3_1              64
nand2b_2             4
nor2b_4              4
clkinv_2            22
mux2i_1           1024
clkbuf_1            21
edfxtp_1          1024
clkdlybuf4s50_1    142
buf_12              59
a21oi_1            192
nand2_1            193
-- worst max-delay path: cells and delay by family --
| family | cells | cell delay [ps] |
|---|---|---|
| buffers and inverters | 4 | 1660 |
| and+or+nand+nor | 2 | 820 |
| AOI/OAI and AO/OA | 2 | 310 |
-- per-layer routing --
| layer | global-route usage (%) | up-vias | share of wire, % |
|---|---|---|---|
| met4 | 7.240 | 10 | 3.4 |
| met1 | 35.79 | 15510 | 37 |
| met2 | 39.15 | 1671 | 45 |
| met5 | 0.2355 | - | 0.034 |
| met3 | 16.04 | 292 | 14 |
| li1 | - | 13770 | - |
-- final cells by class --
class	count	area, sq um	area share [%]
sequential	1024	30750	54.30
multi-input combinational	2109	16780	29.63
timing repair buffer	342	3676	6.491
clock inverter	65	650.6	1.149
antenna	1	2.502	0.004419
tap	1612	2017	3.562
clock buffer	128	2756	4.867
-- cells by family (layout without fill, tap and decap cells) --
logic type | count (synthesis) | count (layout)
buffers and inverters | 253 | 535
flip-flops | 1024 | 1024
multiplexers | 1024 | 1024
AND-OR/OR-AND | 576 | 576
other | 0 | 1
AND/OR/NAND/NOR | 509 | 509
-- stage by stage --
step	hold WS, ps	utilization [%]	total power, mW
CTS	1139	47.01	18.99
global placement	1811	44.19	11.37
global route	1167	47.01	19.43
finish	1159	47.02	18.91
detailed placement	1814	44.19	11.38
floorplan	1119	-	10.54
-- how the worst max path moves through the flow --
stage,from,to
finish,RA1[2],RD1[11]
global route,RA1[2],RD1[9]
CTS,RA2[2],RD2[3]
-- power by group --
| group | total [mW] | switching (mW) | internal [mW] | leakage, nW |
|---|---|---|---|---|
| logic | 1.80 | 1.09 | 0.714 | 9.90 |
| clock network | 7.70 | 3.22 | 4.48 | 1.67 |
| registers | 9.41 | 0.0424 | 9.36 | 9.22 |
| total | 18.9 | 4.35 | 14.6 | 20.8 |
No activity file was given, so power comes from the tool's default toggle rates.
