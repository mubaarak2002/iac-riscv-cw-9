[run.sh]
#!/bin/bash
# OpenROAD 26Q1-2900-gdf79404cd8, Yosys 0.63+post, stock flow scripts
make -C /OpenROAD-flow-scripts/flow DESIGN_CONFIG=/design/flow/config.mk WORK_HOME=/design/flow/orfs finish
[config.mk]
export PLATFORM = sky130hd
export DESIGN_NAME = ProgramCounter
export DESIGN_NICKNAME = ProgramCounter
export VERILOG_FILES = /design/flow/design.v
export SDC_FILE = /design/flow/constraint.sdc
export NUM_CORES = 4
export LEC_CHECK = 1
export CORE_AREA = 10 10 93 93
export DIE_AREA = 0 0 103 103
[constraint.sdc]
current_design ProgramCounter

set clk_period 4.1
set clk_io_pct 0.2

create_clock -name clk0 -period $clk_period [get_ports {clk}]

set non_clock_inputs [all_inputs -no_clocks]
set_input_delay [expr $clk_period * $clk_io_pct] -clock clk0 $non_clock_inputs
set_output_delay [expr $clk_period * $clk_io_pct] -clock clk0 [all_outputs]
[design.v]
module ProgramCounter#(
    parameter PC_WIDTH = 16
)(
    input logic     clk, rst,
    input logic     [1:0] PCsrc,
    input logic     [PC_WIDTH-1:0] PC_Target,
    input logic     [31:0]         Return,
    output logic    [PC_WIDTH-1:0] PC,
    output logic    [PC_WIDTH-1:0] inc_PC
);
    logic [PC_WIDTH-1:0] branch_PC;
    logic [PC_WIDTH-1:0] next_PC;
    always_comb begin
        inc_PC = PC + {{(PC_WIDTH-3){1'b0}}, 3'b100};
        branch_PC = PC_Target;
    end
    always_comb begin
        case (PCsrc)
        2'b00: next_PC = inc_PC;
        2'b01: next_PC = branch_PC;
        2'b10: next_PC = Return[PC_WIDTH-1:0];
        2'b11: next_PC = inc_PC;
        endcase
    end
    always_ff @(posedge clk, posedge rst)
        if (rst) PC <= {PC_WIDTH{1'b0}};
        else PC <= next_PC;
endmodule
==> flow_metrics.tcl <==
# implementation run metrics
set metrics [dict create \
    library_cell_with_the_highest_instance_count_after_synthesis "sky130_fd_sc_hd__dfrtp_1" \
    syn-instance-count 114 \
    total_power_after_layout_uw 537 \
    h-tree-depth 1 \
    period_used_pct 74.0 \
    power.density_cell_area_nw_per_um2 296 \
    netlist_top_cells_area "sky130_fd_sc_hd__dfrtp_1, sky130_fd_sc_hd__a22oi_1, sky130_fd_sc_hd__xnor2_1, sky130_fd_sc_hd__o21ai_1, sky130_fd_sc_hd__inv_1" \
    worst_hold_path_type "reg -> reg" \
    timing_worst_slew_pin_value_ps 690 \
    timing_max_transition_violations_final 0 \
    cts_post_setup_buffers_inserted 0 \
    mux_area_share_pct 0 \
    critPathRequiredTime_ps 3280 \
    regMostFlops "PC" \
    ys_seq_share_pct 39.9 \
    logic_gate_share_of_total_power_pct 35.1 \
    grt_max_degree 17 \
    power.net_switching_uw 144 \
    synth_top_cell_by_area "sky130_fd_sc_hd__dfrtp_1" \
    syn_area_per_cell_um2 8.81 \
    report.final.setup_viol 0 \
    reg.largest.list "PC x16" \
    largest_register_ffs 16 \
    clock_tree.buffer_depth 2 \
    max_slew_margin_pct 53.9 \
    clock_sinks 16 \
    mappedNetlistArea_um2 1000 \
    synth_async_sr_flop_share_pct 100 \
    clockRootBuffer "sky130_fd_sc_hd__clkbuf_8" \
    clock_latency_ps 250 \
    buffer_ports.inserted 67 \
    synth_xor_xnor_area_share_pct 10.5 \
    grt_antenna_before_repair 0 \
    die-width_um 103 \
    fin_hold_ws_ps 534 \
    drtIter0Drc 23 \
    placedCellCount 257 \
    grt_setup_unrepaired "no" \
    synth.cellmix.simpleShare_pct 17.3 \
    die_h_um 103 \
    post_synth_most_frequent_cells "sky130_fd_sc_hd__dfrtp_1, sky130_fd_sc_hd__a22oi_1, sky130_fd_sc_hd__inv_1" \
    critical_path.startpoint_type "flip-flop" \
    route.detailed.drc 0 \
    finalHoldViolations 0 \
    cts-buffers-inserted 3 \
    wl_per_cell_um 14.7 \
    antenna_cells_inserted 0 \
    synth.top_cell.area_share_pct 39.9 \
    run_status "complete, no violations" \
    setup-tns-final_ps 0 \
    synthAdderAreaFrac_pct 3.74 \
    fmax_mhz 330 \
    postCtsResizedCells 0 \
    power.switching_fraction_pct 26.9 \
    clock_tree_from_tritoncts "built" \
    synth.yosys.chip_area_um2 1000 \
    fin_cells 261 \
    min_period_ps 3030 \
    worstPathArrival_ps 2210 \
    synthesis.yosys.warnings 1 \
    max-vdd-ir-drop_mv 0.146 \
    postSynthRegisterBits 16 \
    synth_top_flop_cell "sky130_fd_sc_hd__dfrtp_1" \
    groute.usage.overall_pct 7.37 \
    initial_core_util_pct 14.9 \
    post_route_cells_drive_above_1_share_pct 6.63 \
    dieArea_um2 10600 \
    clock_power_share_pct 27.0 \
    drt_pass1_iterations 2 \
    topCombFamilyByArea "AND-OR/OR-AND gates" \
    worst-setup-path-type "reg -> out" \
    worst_setup_hold_path_clk_slew_ps 70 \
    max_cap_viol_count 0 \
    ant_nets 0 \
    post_synth_num_cell_types 24 \
    openroad.warnings 42 \
    top_fanout_value_on_the_critical_path 4 \
    routed-via-count 1029 \
    fp.coreArea_um2 6760 \
    syn_to_final_growth_pct 80.7 \
    finalWirelength_um 3850 \
    power_report.internal_total_uw 392 \
    yosysCellCount 114 \
    finalWeightedCongestion 0.766 \
    fin_util_pct 26.9 \
    aoi_share_pct 20.0 \
    num_io_pins 84 \
    via_per_inst 3.94 \
    final.setup_skew_ps 4.05 \
    ctsHoldBuffers 0 \
    seqPwrFrac_pct 37.9 \
    first_global_vias 1144 \
    place_hpwl_um 3160 \
    global_route.overflow_total 0 \
    count_of_library_flops_with_an_enable_pin 0 \
    num_rows 30 \
    leakage_uw 0.000724 \
    first_pass_grt_wire_length_um 6010 \
    kind_of_capture_point_of_the_worst_setup_path "primary output" \
]
[layout make-up]
class                   instances  area [um2]
flip-flops and latches         16         400
fillers                       722        4940
inverters                      15        56.3
clock buffers                   4        55.1
repair buffers                 69         686
multi-input cells              77         518
well taps                      80         100
[path summary, 6_finish.rpt]
path / from / to / slack [ps] / cells past startpoint
min in group asynchronous: rst / PC[0] / 970 / 2
worst max-delay path: PC[2] / inc_PC[12] / 1070 / 6
worst min register to register: PC[1] / PC[1] / 530 / 2
worst max register to register: PC[2] / PC[12] / 2430 / 5
max in group asynchronous: rst / PC[11] / 2690 / 2
worst min-delay path: PC[1] / PC[1] / 530 / 2
[critical path, cell delays in order (launching register included)]
cell	delay [ps]
sky130_fd_sc_hd__dfrtp_1	410
sky130_fd_sc_hd__ha_1	240
sky130_fd_sc_hd__nand4_1	230
sky130_fd_sc_hd__or3_1	390
sky130_fd_sc_hd__xor2_1	170
sky130_fd_sc_hd__inv_1	60
sky130_fd_sc_hd__clkdlybuf4s50_1	460
[layer usage]
| metal | GRT usage [%] | wire [um] |
|---|---|---|
| met5 | 0 | 0 |
| met4 | 0.321 | 13 |
| met3 | 3.25 | 439 |
| met2 | 12.8 | 1870 |
| met1 | 8.57 | 1520 |
[power groups by stage]
stage / clock, uW / sequential [uW] / combinational (uW)
finish: 145 / 203 / 189
global route: 164 / 208 / 212
CTS: 156 / 203 / 196
[cell usage in the layout, fill, tap and decap left out]
cell                               n
sky130_fd_sc_hd__o21ai_0           3
sky130_fd_sc_hd__nand4_2           1
sky130_fd_sc_hd__a21oi_1           1
sky130_fd_sc_hd__clkbuf_8          4
sky130_fd_sc_hd__nor2_1            3
sky130_fd_sc_hd__o21ai_2           1
sky130_fd_sc_hd__o21ai_1          12
sky130_fd_sc_hd__nor3_1            2
sky130_fd_sc_hd__dfrtp_1          16
sky130_fd_sc_hd__buf_4             2
sky130_fd_sc_hd__nand4_1           2
sky130_fd_sc_hd__or3_1             1
sky130_fd_sc_hd__xnor2_1           9
sky130_fd_sc_hd__xor2_1            3
sky130_fd_sc_hd__clkdlybuf4s50_1  67
sky130_fd_sc_hd__nand2_1          12
sky130_fd_sc_hd__or2_1             1
sky130_fd_sc_hd__nand2b_1          1
sky130_fd_sc_hd__nor2b_1           1
sky130_fd_sc_hd__ha_1              3
sky130_fd_sc_hd__nand3_2           1
sky130_fd_sc_hd__inv_1            15
sky130_fd_sc_hd__nand3_1           2
sky130_fd_sc_hd__a22oi_1          15
sky130_fd_sc_hd__nor4_2            3
[kinds of logic (layout without fill, tap and decap cells)]
family,count (synthesis),in the layout
AOI/OAI and AO/OA,32,32
and+or+nand+nor,30,30
buffers and inverters,21,88
DFF,16,16
xor gates and xnor gates,12,12
adders and majority gates,3,3
[metrics by stage]
step                      setup slack (ps)  instance area (um2)
after floorplan                       2010                 1000
after global placement                1300                 1760
after detailed placement              1300                 1760
after CTS                             1010                 1820
after global routing                   845                 1820
final                                 1070                 1820
